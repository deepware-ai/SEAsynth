### /design/flow/config.mk
export PLATFORM = sky130hd
export DESIGN_NAME = signed_divider
export DESIGN_NICKNAME = signed_divider
export VERILOG_FILES = /design/flow/design.v
export SDC_FILE = /design/flow/constraint.sdc
export NUM_CORES = 4
export LEC_CHECK = 1
export CORE_UTILIZATION = 40
### /design/flow/constraint.sdc
current_design signed_divider

set clk_period 8.2
set clk_io_pct 0.2

create_clock -name clk0 -period $clk_period [get_ports {clk}]

set non_clock_inputs [all_inputs -no_clocks]
set_input_delay [expr $clk_period * $clk_io_pct] -clock clk0 $non_clock_inputs
set_output_delay [expr $clk_period * $clk_io_pct] -clock clk0 [all_outputs]
### /design/flow/design.v
module signed_divider 
    (Ain, Bin, clk, start, DivWait, writeResultSig, result, remainder);
    parameter WIDTH = 8;
    localparam IDLE = 3'd0;
    localparam SUBDIV = 3'd1;
    localparam SHIFTQUO = 3'd2;
    localparam SHIFTDIV = 3'd3;
    localparam DONE = 3'd4;
    input [WIDTH-1:0]Ain,Bin;
    input clk,start;
    output DivWait,writeResultSig;
    output [WIDTH-1:0]result;
    output [(WIDTH*2)-1:0]remainder;
function integer log2;
	input [31:0] value;
	begin
		value = value -1 ;
		for (log2 = 0; value > 0; log2 = log2 + 1)
		begin
			value = value >> 1;
		end
	end
endfunction
reg [(WIDTH*2)-1:0]Divisor,DivisorNext,Remainder,RemainderNext;
reg [WIDTH-1:0]Quotient,QuotientNext;
reg [2:0]state,stateNext;
reg [log2(WIDTH*2)-1:0]counter,counterNext;
reg DivWaitReg,DivWaitRegNext;
reg writeResult,writeResultNext;
reg DivisorSign,RemainderSign;
wire [WIDTH-1:0] zero_pad;
assign zero_pad = 0; 
initial
begin
    Divisor = 0;
    Remainder = 0;
    Quotient = 0;
    DivisorNext = 0;
    RemainderNext = 0;
    QuotientNext = 0;
    DivWaitReg = 0;
    DivWaitRegNext = 0;
    writeResult = 0;
    writeResultNext = 0;
    counter = 0;
    counterNext = 0;
    state = 0;
    stateNext = 0;
end
always@(posedge clk)
begin
    Divisor <= DivisorNext;
    Remainder <= RemainderNext;
    Quotient <= QuotientNext;
    DivWaitReg <= DivWaitRegNext;
    writeResult <= writeResultNext;
    counter <= counterNext;
    state <= stateNext;
end
always@*
begin
    DivisorNext = Divisor;
    RemainderNext = Remainder;
    QuotientNext = Quotient;
    DivWaitRegNext = DivWaitReg;
    writeResultNext = writeResult;
    counterNext = counter;
    stateNext = state;
    case(state)
    IDLE:
    begin
        if(start)
        begin 
            DivisorNext = {Bin,zero_pad};
            RemainderNext = Ain;
            DivWaitRegNext = 1;
            counterNext = (WIDTH+1);
            DivisorSign = Bin[WIDTH-1];
            RemainderSign = Ain[WIDTH-1];
            if(RemainderSign == 1)
                RemainderNext[WIDTH-1:0] = ~RemainderNext[WIDTH-1:0] + 1;
            if(DivisorSign == 1)
                DivisorNext = ~DivisorNext + 1;
            stateNext = SUBDIV;
        end
        else
        begin
            stateNext = IDLE;
            DivWaitRegNext = 0;
            writeResultNext = 0;
        end
    end
    SUBDIV:
    begin
        RemainderNext = RemainderNext - DivisorNext;
        stateNext = SHIFTQUO;
    end
    SHIFTQUO:
    begin
        if(RemainderNext[(WIDTH*2)-1] == 0)
        begin
            QuotientNext = {QuotientNext[(WIDTH-2):0],1'b1};
            stateNext = SHIFTDIV;
        end
        else
        begin
            RemainderNext = RemainderNext + DivisorNext;
            QuotientNext = {QuotientNext[(WIDTH-2):0],1'b0};
            stateNext = SHIFTDIV;
        end
    end
    SHIFTDIV:
    begin
        DivisorNext = DivisorNext >> 1'b1;
        counterNext = counterNext - 1;
        if(counterNext == 0)
            stateNext = DONE;
        else
            stateNext = SUBDIV;
    end
    DONE:
    begin
        if(DivisorSign != RemainderSign)
        begin
            QuotientNext = ~QuotientNext + 1;
        end
            writeResultNext = 1;
            DivWaitRegNext = 0;
            stateNext = IDLE;
    end
    endcase
end
assign result = Quotient;
assign remainder = Remainder;
assign writeResultSig = writeResult;
assign DivWait = DivWaitReg;
endmodule
### /design/flow/run.sh
#!/bin/bash
# OpenROAD 26Q1-2900-gdf79404cd8, Yosys 0.63+post, stock flow scripts
make -C /OpenROAD-flow-scripts/flow DESIGN_CONFIG=/design/flow/config.mk WORK_HOME=/design/flow/orfs finish
==> results.cfg <==
; synthesis and place-and-route metrics
[cts]
cts_tree = yes
cts_max_path_buffers = 2
postCtsSetupBuffers = 0
clk_pin_slew_worst_paths_ns = 0.10
htreeDepth = 2
root_buffer = clkbuf_8
cts_buffers = 5
clock.latency.late_pin_ns = 0.31
ctsResizeCount = 0
cts_hold_buf = 0

[logic_synthesis]
async_flop_share = 0
edf_count = 49
synthTopCellsByCount = 49 x edfxtp_1, 48 x nor2_1, 39 x inv_1
netlist.area_leader.share = 0.3589
ys_area_mm2 = 0.004100
flop_cell = edfxtp_1
most_common_cell = edfxtp_1
netlist_area_mm2 = 0.004100
numSynthFlops = 51
syn_area_per_cell_um2 = 9.132
top_area_cell = edfxtp_1
yosysWarnings = 11
yosysCellCount = 449
synthTopCellsByArea = edfxtp_1 36%, ha_1 11%, nor2_1 4.4%
synth_cell_type_count = 66
syn_inst = 449

[job]
cap_viol_max_count = 0
tool_warnings = 41

[drt]
viasPerCell = 5.527
first_iter_violations = 123
detail-route-antenna-nets = 0
antennaDiodeCount = 0
drt-pass1-iter-count = 4
wl_per_cell_um = 15.87
routed_wirelength_um = 9763
vias = 3399
drc = 0

[status]
status = complete, no violations

[placed_design]
gp_congestion = 0.9117
post-place-cells = 607
portBuffers = 43
dp_slack_ns = 4.543
hpwl_um = 7192

[timing]
setup_viol = 0
slew_headroom = 0.4459
fin_skew_ns = 0.004763
unclocked_pins = 2
setup_slack_ns = 4.857
rsz0062_at_grt = no
max_freq_mhz = 299.1
period_used_share = 0.4077
untimed_endpoints = 2
hold_violations = 0
post-route-min-period_ns = 3.343
slew_violations = 0
tightest_slew_ns = 0.8311
fin_setup_tns_ns = 0

[die]
initial_core_util = 0.4157
fp-row-count = 36
die_w_um = 103.2
die_h_um = 103.2
io_pins = 44
die_area_mm2 = 0.01066
core_area_mm2 = 0.009864

[worst_setup_path]
crit_fanout = 15
reg2reg_slack_ns = 5.50
cp-start-kind = input pin
worstPathRequired_ns = 8.14
critPathArrivalTime_ns = 3.29
cp-end-kind = register
crit_type = in -> reg

[cells_and_area]
area_growth_pct = 14.49
finalNonFillerCells = 615
fin_util = 0.4759
nFillCells = 907
post_route_cells_drive_above_1_share = 0.05809

[grt]
grt_pass1_vias = 3120
grt_max_degree = 21
grt.total_usage = 0.1957
antenna_found_initial = 0
grt_remaining_overflow = 0
grt_pass1_wl_um = 15400

[worst_hold_path]
min_path_type = reg -> reg
==> path summary, 6_finish.rpt <==
path | cells past startpoint | endpoint | from
min | 2 | Divisor[9] | Divisor[10]
min reg2reg | 2 | Divisor[9] | Divisor[10]
max reg2reg | 9 | Remainder[14] | Remainder[0]
max | 4 | Remainder[7] | start
==> routing by layer <==
metal  global-route usage  wire length, um
met3              0.03142              476
met4              0.03684              197
met5                    0                0
met2               0.3031             4356
met1               0.3047             4733
==> flip-flops by register name (all words and copies together) (netlist names) <==
signal,flops
Remainder,16
state,3
writeResult,1
Quotient,8
counter,4
Divisor,16
DivisorSign,1
DivWaitReg,1
RemainderSign,1
==> critical path, stage by stage <==
cell and delay [ns]:
clkdlybuf4s50_1 0.52, nor3_1 0.06, a211oi_1 0.33, o21a_1 0.73
==> area by class of cell <==
class                      count  area [um^2]  area share
sequential                    51         1501      0.3198
inverter                      39        146.4     0.03118
clock buffer                   6        72.57     0.01546
timing repair buffer          46        452.9     0.09648
multi-input combinational    338         2340      0.4984
clock inverter                 2        15.01    0.003198
tap                          133        166.4     0.03545
==> logic make-up (layout without fill, tap and decap cells) <==
kind of cell | Yosys count | after routing | synth area share
AOI/OAI and AO/OA | 143 | 143 | 0.2450
and+or+nand+nor | 137 | 137 | 0.1630
buffers and inverters | 60 | 93 | 0.06317
DFF | 49 | 49 | 0.3589
adders and majority gates | 37 | 37 | 0.1166
xor gates and xnor gates | 17 | 17 | 0.03631
muxes | 4 | 4 | 0.009765
latches | 2 | 2 | 0.007324
==> layout by cell type (no fill, tap or decap), types with 4 or more instances in the layout <==
cell type,netlist,routed
o221a_2,4,4
nor2_1,48,48
a31oi_1,7,7
edfxtp_1,49,49
clkbuf_8,0,5
xnor2_1,7,7
o31ai_1,6,6
a211oi_1,5,5
ha_1,35,35
mux2i_1,4,4
o21a_1,4,4
a21oi_1,32,32
inv_1,39,39
o22ai_1,10,10
and3_1,4,4
clkdlybuf4s50_1,0,43
nor2b_1,9,9
xor2_1,10,10
a221oi_1,10,10
nor3_1,7,7
o21ai_0,28,28
a21o_1,7,7
nand2b_1,7,7
or3_1,9,9
nand2_1,34,34
==> stage by stage <==
stage | hold WS, ns | area [um^2]
floorplan | 0.5460 | 4100
global placement | 0.5817 | 4607
detailed placement | 0.5876 | 4607
CTS | 0.6124 | 4695
global route | 0.6493 | 4695
finish | 0.6014 | 4695
