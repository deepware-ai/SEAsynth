<file path="/design/flow/config.mk">
export PLATFORM = sky130hd
export DESIGN_NAME = uart_transmitter
export DESIGN_NICKNAME = uart_transmitter
export VERILOG_FILES = /design/flow/design.v
export SDC_FILE = /design/flow/constraint.sdc
export NUM_CORES = 4
export LEC_CHECK = 1
export CORE_AREA = 10 10 109 109
export DIE_AREA = 0 0 119 119
</file>
<file path="/design/flow/constraint.sdc">
current_design uart_transmitter

set clk_period 2.3
set clk_io_pct 0.2

create_clock -name clk0 -period $clk_period [get_ports {clk}]

set non_clock_inputs [all_inputs -no_clocks]
set_input_delay [expr $clk_period * $clk_io_pct] -clock clk0 $non_clock_inputs
set_output_delay [expr $clk_period * $clk_io_pct] -clock clk0 [all_outputs]
</file>
<file path="/design/flow/design.v">
module uart_transmitter
(
    input clk,
    input tx_start,
    input [7:0] tx_byte,
    output tx,
    output tx_done
);
reg [1:0] state;
localparam [1:0]
    IDLE  = 2'b00,
    START = 2'b01,
    DATA  = 2'b10,
    STOP  = 2'b11;
reg [8:0] sample_counter;
localparam [8:0] BAUD_TICK = 9'd435;
reg [7:0] tx_byte_buffer;
reg tx_done_buffer;
reg tx_reg;
reg [2:0] tx_byte_counter;
initial
begin
    state = IDLE;
    tx_reg <= 1;
    tx_byte_buffer = 0;
    sample_counter = 0;
    tx_done_buffer = 1;
    tx_byte_counter = 0;
end
always@(posedge clk)
begin
    case (state)
    IDLE:
    begin
        tx_byte_buffer <= 0;
        sample_counter <= 0;
        tx_done_buffer <= 1;
        tx_byte_counter <= 0;
        tx_reg <= 1;
        if (tx_start)
        begin
            state <= START;
            tx_byte_buffer <= tx_byte;
            tx_done_buffer <= 0;
        end
    end
    START:
    begin
        tx_reg <= 0;
        if (sample_counter == BAUD_TICK)
        begin
            state <= DATA;
            sample_counter <= 0;
        end
        else
            sample_counter <= sample_counter + 1;
    end
    DATA:
    begin
        if (sample_counter == BAUD_TICK)
        begin
            tx_byte_buffer <= tx_byte_buffer >> 1;
            tx_byte_counter <= tx_byte_counter + 1;
            if (tx_byte_counter == 7)
            begin
                state <= STOP;
                tx_reg <= 1;
                tx_byte_counter <= 0;
            end
            sample_counter <= 0;
        end
        else
        begin
            tx_reg <= tx_byte_buffer[0];
            sample_counter <= sample_counter + 1;
        end
    end
    STOP:
    begin
        if (sample_counter == BAUD_TICK)
        begin
            sample_counter <= 0;
            tx_done_buffer <= 1;
            state <= IDLE;
        end
        else
            sample_counter <= sample_counter + 1;
    end
    endcase
end
assign tx = tx_reg;
assign tx_done = tx_done_buffer;
endmodule
</file>
<file path="/design/flow/run.sh">
#!/bin/bash
# OpenROAD 26Q1-2900-gdf79404cd8, Yosys 0.63+post, stock flow scripts
make -C /OpenROAD-flow-scripts/flow DESIGN_CONFIG=/design/flow/config.mk WORK_HOME=/design/flow/orfs finish
</file>
==> impl_metrics.csv <==
group,metric,value,unit
cts,numCtsBuffers,3,
logic_synthesis,syn_area_per_cell,12.0,um^2
logic_synthesis,top_cell,"edfxtp_1",
power,pwr-share-seq,45.9,%
worst_setup_path,worstPathArrival,1.82,ns
logic_synthesis,top_cell_area_share,38.2,%
flow_run,max_cap_violations,0,
timing,fin_crit,1.82,ns
route,drt-vias-per-instance,3.16,
timing,slew_headroom,65.1,%
route,dr_total_vias,771,
placed_design,routabilityCongestion,0.742,
logic_synthesis,edf_count,15,
logic_synthesis,synth_warnings,1,
min_path,worstHoldStart,"sample_counter[0]",
cts,path_clk_slew,0.09,ns
timing,worstMarginPinSlew,0.523,ns
global_routing,grt_pass1_vias,736,
floorplanning,num_rows,36,
timing,drv_slew,0,
worst_setup_path,worstPathMaxFanout,15,
logic_synthesis,synth_top_flop_cell,"edfxtp_1",
power,p_sw,527,uW
worst_setup_path,cp.required,2.30,ns
floorplanning,placeableCoreArea,9640,um^2
logic_synthesis,ys_seq_share,53.4,%
worst_setup_path,rr_startpoint,"state[0]",
timing,rsz0062_at_grt,"false",
global_routing,grt_max_degree,16,
finish,syn_to_final_growth,28.8,%
worst_setup_path,reg2reg_to,"tx_byte_buffer[0]",
timing,hold_viol,0,
cts,htreeDepth,1,
placed_design,placedCellCount,240,
min_path,min_to,"sample_counter[0]",
cts,cts_tree,"done",
route,routed_wl,2180,um
global_routing,grt_first_pass_wirelength,3570,um
finish,drive_gt1_share,9.91,%
timing,setup_viol,0,
logic_synthesis,synth_top_cell_by_area,"edfxtp_1",
floorplanning,die_area,14200,um^2
worst_setup_path,worstSetupPathType,"reg -> reg",
worst_setup_path,r2r_cells,3,
timing,tns,0,ns
cts,postCtsResizedCells,0,
timing,finalCritPeriodShare,79.1,%
timing,finClkSkew,0.00546,ns
placed_design,hpwl,1650,um
power,switching_share,31.0,%
logic_synthesis,top_cells_by_count,"15 x edfxtp_1, 9 x dfxtp_1, 8 x ha_1, 7 x nor3_1",
flow_run,warning_count,29,
worst_setup_path,r2r_setup_slack,0.48,ns
power,clkPwrFrac,21.5,%
route,highest_layer,"met4",
logic_synthesis,synth-async-reset-ratio,0,%
worst_setup_path,crit_path_start_kind,"register",
min_path,hold_path.class,"reg -> reg",
cts,clk_latency,0.27,ns
route,wl_met1,1030,um
logic_synthesis,yosys-top-cells-area,"edfxtp_1 38%, dfxtp_1 15%, ha_1 8.5%, a22o_1 4.5%, nor3_1 3.0%",
route,first_pass_iters,4,
route,routedWlPerCell,8.93,um
timing,max_freq,0.550,GHz
global_routing,grt.overflow.total,0,
worst_setup_path,end_kind,"register",
cts,clock_sinks,24,
floorplanning,fp.dieH,119,um
finish,reg_top3,"sample_counter (9), tx_byte_buffer (8), tx_byte_counter (3)",
route,wl_met2,963,um
cts,clockBufferDepth,2,
logic_synthesis,netlist_instances,98,
power,ir_worst_vdd,0.329,mV
cts,cts-root-buf,"clkbuf_8",
route,wl_met3,107,um
floorplanning,core_util_floorplan,12.2,%
cts,cts_hold_buf,0,
finish,fin_cells,244,
status,status,"complete, no violations",
finish,largest_reg_flops,9,
logic_synthesis,synth_flops,24,
power,cellInternalPower,1170,uW
route,antenna-diode-count,0,
timing,hold_ws,0.512,ns
min_path,holdPathStages,1,
power,p_comb_share,32.6,%
power,p_leak,0.000495,uW
route,initialDrtViolationCount,24,
placed_design,io_buffers,11,
logic_synthesis,syn-cell-area,1180,um^2
route,ant_nets,0,
finish,largest-register,"sample_counter",
global_routing,grtUsageTotal,2.93,%
global_routing,antenna_found_initial,0,
power,power_density,1120,nW/um^2
logic_synthesis,yosys_area,1180,um^2
logic_synthesis,synth.distinct_cells,34,
route,drc,0,
floorplanning,ios,12,
floorplanning,die_x,119,um
cts,post_cts.repair.setup_buffers,0,
logic_synthesis,yosysCellCount,98,
==> worst max path at each step <==
stage,startpoint,end,slack (ns),cells past startpoint
4_1_cts,state[0],tx_byte_buffer[2],0.48,3
5_1_grt,state[0],state[1],0.35,5
6_report,state[0],tx_byte_buffer[0],0.48,3
==> layout make-up <==
| cell class | instances | area [um^2] |
|---|---|---|
| fill | 1077 | 8120 |
| clock inverter | 1 | 30.0 |
| sequential | 24 | 631 |
| clock buffer | 3 | 41.3 |
| timing repair buffer | 12 | 118 |
| multi-input combinational | 66 | 515 |
| tap | 133 | 166 |
| inverter | 5 | 18.8 |
==> cell families (layout without fill, tap and decap cells) <==
family	Yosys count	in the layout	share of synthesized area (%)
and+or+nand+nor	35	35	19.8
DFF	24	24	53.4
AOI/OAI and AO/OA	18	18	11.2
adders and majority gates	8	8	8.48
buffers and inverters	8	21	2.86
xor gates and xnor gates	3	3	2.23
muxes	2	2	1.91
==> worst max-delay path, stage by stage, from the launching register on <==
cell and delay [ns]:
edfxtp_1 0.45, inv_1 0.11, ha_1 0.47, mux2_2 0.52
==> power by group through the flow <==
| stage | sequential [uW] | clock [uW] | combinational, uW |
|---|---|---|---|
| final | 782 | 365 | 555 |
| after global routing | 802 | 399 | 634 |
| after CTS | 784 | 382 | 564 |
==> metrics by stage <==
step           utilization [%]  area, um^2  power, uW  worst slack, ns
3_5_place_dp              15.0        1450       1350            0.490
3_3_place_gp              15.0        1450       1340            0.520
2_1_floorplan                -        1180       1190            0.553
5_1_grt                   15.8        1520       1840            0.349
6_report                  15.8        1520       1700            0.480
4_1_cts                   15.8        1520       1730            0.481
==> cells in the final DEF, fill, tap and decap left out, types with 2 or more instances in the layout <==
cell / n
mux2_2: 2
ha_1: 8
a21oi_1: 2
clkdlybuf4s50_1: 11
a22o_1: 6
a31oi_1: 3
nor3_1: 7
o21ai_0: 2
xor2_1: 2
nand2_1: 6
nand3_1: 3
inv_1: 5
clkbuf_8: 3
nor2b_1: 3
nand2b_1: 2
or3_1: 2
dfxtp_1: 9
and2_1: 3
edfxtp_1: 15
==> routing by layer <==
layer,GRT usage (%),vias up
li1,-,396
met2,4.36,12
met3,1.01,4
met5,0,-
met4,0.992,0
met1,3.91,359
Power is estimated from default activity; no workload was simulated.
