$ cat flow/design.v
module fifo (fifo_clk, fifo_we, fifo_re, fifo_in, fifo_almost_full, 
    fifo_full, fifo_almost_empty, fifo_empty, fifo_out);
    parameter WIDTH = 16;
    parameter DEPTH = 256;
    parameter ALMOST_FULL_DEPTH_VAL = 252;
    parameter ALMOST_EMPTY_DEPTH_VAL = 4;
    input fifo_clk;
    input fifo_we;
    input fifo_re;
    input signed [WIDTH-1:0] fifo_in;
    output fifo_almost_full;
    output fifo_full;
    output fifo_almost_empty;
    output fifo_empty;
    output signed [WIDTH-1:0] fifo_out;	
function integer log2;
    input [31:0] value;
    begin
        value = value -1 ;
        for (log2 = 0; value > 0; log2 = log2 + 1)
        begin
            value = value >> 1;
        end
    end
endfunction
reg signed [WIDTH-1:0] fifo_mem [0:DEPTH-1];
reg [log2(DEPTH)-1:0] fifo_head, fifo_tail;
reg [log2(DEPTH)-1:0] fifo_count;
integer i;
initial
begin
    for (i = 0; i < DEPTH-1; i = i + 1)
    begin
        fifo_mem[i] = 0;
    end
    fifo_head  = 0;
    fifo_tail  = 0;
    fifo_count = 0;
end
always@(posedge fifo_clk)
begin
    if (fifo_we && fifo_re)
    begin
        fifo_count <= fifo_count + 1;
    end
    else if (!fifo_we && fifo_re)
    begin
        fifo_count <= fifo_count - 1;
    end
    if (fifo_we && !fifo_full)
    begin
        if (fifo_tail == DEPTH-1)
        begin
            fifo_tail <= 0;
        end
        else
        begin
            fifo_tail <= fifo_tail + 1;
        end
    end
    if (fifo_re && !fifo_empty)
    begin
        if (fifo_head == DEPTH-1)
        begin
            fifo_head <= 0;
        end
        else
        begin
            fifo_head <= fifo_head + 1;
        end
    end
    if (fifo_we)
    begin
        fifo_mem[fifo_tail] <= fifo_in;
    end
end
assign fifo_out = fifo_mem[fifo_head];
assign fifo_almost_empty = (fifo_count <= ALMOST_EMPTY_DEPTH_VAL) ? 1 : 0;
assign fifo_almost_full = (fifo_count >= ALMOST_FULL_DEPTH_VAL) ? 1 : 0;
assign fifo_empty = (fifo_count == 0) ? 1 : 0;
assign fifo_full = (fifo_count == DEPTH-1) ? 1 : 0;
endmodule
$ cat flow/constraint.sdc
current_design fifo

set clk_period 472.4
set clk_io_pct 0.2

create_clock -name clk0 -period $clk_period [get_ports {fifo_clk}]

set non_clock_inputs [all_inputs -no_clocks]
set_input_delay [expr $clk_period * $clk_io_pct] -clock clk0 $non_clock_inputs
set_output_delay [expr $clk_period * $clk_io_pct] -clock clk0 [all_outputs]
$ cat flow/config.mk
export PLATFORM = sky130hd
export DESIGN_NAME = fifo
export DESIGN_NICKNAME = fifo
export VERILOG_FILES = /design/flow/design.v
export SDC_FILE = /design/flow/constraint.sdc
export NUM_CORES = 4
export LEC_CHECK = 1
export CORE_UTILIZATION = 50
$ cat flow/run.sh
#!/bin/bash
# OpenROAD 26Q1-2900-gdf79404cd8, Yosys 0.63+post, stock flow scripts
make -C /OpenROAD-flow-scripts/flow DESIGN_CONFIG=/design/flow/config.mk WORK_HOME=/design/flow/orfs finish
==> impl_metrics.py <==
# Generated from Yosys and OpenROAD reports
metrics = {
    "run_status": {
        "status": "finished clean",
    },
    "setup_path": {
        "crit_type": "flip-flop to output port",
        "cp_max_fo": 36,
        "crit_path_end_kind": "output port",
        "crit_arrival_ns": 7.41,
        "worstPathRequired_ns": 377.92,
        "startpoint_type": "flip-flop",
    },
    "clock_network": {
        "post-cts-setup-buffer-count": 0,
        "cts_root_buf": "clkbuf_16",
        "clkLatencyLatePin_ns": 0.99,
        "clock_path_buffers": 4,
        "tritoncts": "done",
        "htree_num_levels": 5,
        "cts.repair.resized": 0,
        "ctsHoldBuffers": 0,
        "cts.sinks": 4120,
        "clk_pin_slew_worst_paths_ns": 0.06,
        "cts_buffers": 408,
    },
    "synth": {
        "synth_seq_share_pct": 78.4,
        "synth-edff-count": 4120,
        "synth_area_mm2": 0.158,
        "synth_stat.cells": 7003,
        "yosysUniqueCellTypes": 61,
        "synthAdderAreaFrac_pct": 0.0999,
        "synth_top_flop_cell": "edfxtp_1",
        "ys_seq_elements": 4120,
        "ys_area_mm2": 0.158,
        "xor_share_pct": 0.0943,
        "ys_warn_count": 28,
        "syn_avg_cell_area_um2": 22.5,
        "topCombFamilyByArea": "multiplexers",
        "synth-async-reset-ratio_pct": 0,
        "ys_sh_aoi_pct": 2.83,
        "synth_cells": 7003,
        "simple_gate_area_share_pct": 1.66,
        "muxShareOfSynthArea_pct": 15.7,
    },
    "floorplanning": {
        "placementRows": 205,
        "fp.dieH_um": 564,
        "fp.dieW_um": 564,
        "ioPinCount": 39,
        "fp_util_pct": 50.4,
        "core-area_mm2": 0.313,
        "dieArea_mm2": 0.318,
    },
    "power": {
        "comb_power_share_pct": 9.3,
        "seqPwrFrac_pct": 51.4,
        "p_switching_w": 0.000185,
        "intPower_w": 0.000602,
        "cellLeakagePower_nw": 55.8,
        "ir_worst_vdd_v": 0.00000365,
        "clockPowerShare_pct": 39.3,
        "power_density_mw_per_mm2": 4.41,
        "p_sw_share_pct": 23.5,
    },
    "global_routing": {
        "gr-total-overflow": 0,
        "grt_max_degree": 133,
        "grt_pass1_vias": 83300,
        "track_usage_pct": 30.8,
        "grt_pass1_wl_um": 603000,
        "antenna_found_initial": 16,
    },
    "drt": {
        "num_vias": 75400,
        "wl_um": 422000,
        "ant_nets": 0,
        "drtIter0Drc": 5400,
        "wl_per_cell_um": 35.0,
        "drt_first_pass_iters": 7,
        "routed_via_density": 6.27,
        "drc": 0,
    },
    "place": {
        "place_area_mm2": 0.166,
        "io_buffer_count": 38,
        "hpwl_um": 250000,
        "finalWeightedCongestion": 0.879,
    },
    "run": {
        "drv_cap": 0,
        "warnings": 32,
    },
    "sta": {
        "worstMarginPinSlew_ns": 1.34,
        "fin_worst_skew_ns": 0.0457,
        "final-setup-viol-count": 0,
        "timing.hold.ws_ns": 0.631,
        "grt_setup_unrepaired": "no",
        "fin_tns_setup_ns": 0,
        "period_used_pct": 21.6,
        "hold_viol": 0,
        "fin_crit_ns": 101.89,
        "report.final.slew_viol_count": 0,
        "fmaxAchievable_mhz": 9.81,
        "slew_headroom_pct": 9.77,
    },
    "cells_and_area": {
        "final_core_util_pct": 57.1,
        "seq_area_mm2": 0.124,
        "fill_cells": 22100,
        "final-comb-area_mm2": 0.0325,
        "syn_to_final_growth_pct": 13.2,
        "design_area_mm2": 0.179,
        "drive_gt1_share_pct": 28.0,
    },
    "worst_hold_path": {
        "hold_class": "flip-flop to flip-flop",
    },
}
flip-flops by register name, summed over array words and instances, names as in the netlist:
register	flops
fifo_count	8
fifo_tail	8
fifo_head	8
fifo_mem	4096
layout by cell type, fill, tap and decap left out, types with 8 or more instances in the layout:
cell type,n
a211oi_1,16
a21oi_1,62
a221oi_1,76
a22o_1,30
a22oi_1,201
buf_12,11
buf_4,500
buf_8,16
bufinv_16,26
clkbuf_1,94
clkbuf_16,411
clkdlybuf4s50_1,22
clkinv_1,102
clkinv_2,75
clkinvlp_4,9
diode_2,9
edfxtp_1,4120
ha_1,11
inv_1,13
inv_6,8
mux2_2,11
mux2i_1,182
mux4_2,1013
nand2_1,133
nand3_1,90
nand4_1,9
nor2_1,215
nor2_2,71
nor2b_1,16
nor3_1,18
o211ai_1,15
o21ai_0,116
o221ai_1,26
o22ai_1,9
xnor2_1,11
power by group through the flow:
stage	logic, W	clock network [W]	registers [W]
4_1_cts	0.0000733	0.000314	0.000404
5_1_grt	0.0000776	0.000328	0.000404
6_report	0.0000732	0.000310	0.000405
layout make-up:
| cell class | instances | share of cell area [%] |
|---|---|---|
| flip-flops and latches | 4120 | 69.3 |
| multi-input cells | 2461 | 18.2 |
| clock buffers | 505 | 5.96 |
| well taps | 4140 | 2.90 |
| repair buffers | 549 | 2.48 |
| clock inverters | 239 | 1.17 |
| inverters | 16 | 0.0378 |
| diodes | 9 | 0.0126 |
metal layers:
layer	global-route usage, %	vias up	wire length [µm]
li1	-	31000	-
met4	9.37	31	17600
met5	2.86	-	942
met3	24.8	730	81200
met2	42.4	5283	195000
met1	39.5	38400	127000
logic make-up after synthesis:
family / Yosys count
AND-OR/OR-AND: 625
buffers and inverters: 422
AND/OR/NAND/NOR: 601
multiplexers: 1206
adder cells (fa/ha/maj): 12
flip-flops: 4120
XOR/XNOR: 17
worst max-delay path, cell delays in order (launching register included):
cell             delay, ns
edfxtp_1              0.33
buf_4                 0.55
buf_4                 0.56
buf_4                 0.61
buf_4                 0.70
mux4_2                0.59
mux2i_1               0.47
o21ai_0               0.27
a2111oi_1             1.06
a311oi_2              0.31
buf_4                 0.25
a21o_1                0.19
clkdlybuf4s50_1       0.42
synth_stat cells, drive strengths merged (15+ instances only):
| cell | number | area [µm²] |
|---|---|---|
| a211oi | 17 | 128 |
| a21oi | 62 | 310 |
| a221oi | 76 | 666 |
| a22o | 30 | 263 |
| a22oi | 201 | 1510 |
| buf | 233 | 1260 |
| clkbuf | 173 | 649 |
| edfxtp | 4120 | 124000 |
| inv | 15 | 56.3 |
| mux2i | 182 | 1820 |
| mux4 | 1013 | 22800 |
| nand2 | 133 | 499 |
| nand3 | 95 | 475 |
| nor2 | 288 | 1080 |
| nor2b | 19 | 119 |
| nor3 | 25 | 130 |
| o211ai | 15 | 113 |
| o21ai | 117 | 586 |
| o221ai | 26 | 228 |
stage by stage:
| stage | cells | total power [W] | worst slack (ns) |
|---|---|---|---|
| floorplan | 7003 | 0.000449 | 375.60 |
| global placement | 11300 | 0.000485 | 371.35 |
| detailed placement | 11300 | 0.000485 | 371.42 |
| CTS | 12000 | 0.000792 | 370.37 |
| global route | 12000 | 0.000810 | 370.02 |
| finish | 12000 | 0.000788 | 370.51 |
final timing paths:
kind | slack, ns | endpoint | start | cells after the start
setup / recovery | 370.51 | fifo_out[13] | fifo_head[0] | 12
hold / removal | 0.63 | fifo_head[3] | fifo_head[3] | 2
setup reg to reg | 468.73 | fifo_mem[116][5] | fifo_tail[0] | 7
hold reg to reg | 0.63 | fifo_head[3] | fifo_head[3] | 2
Power figures rest on the tool's default switching activity, not on a simulated workload.
